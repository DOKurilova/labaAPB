### flow/config.mk
export PLATFORM = sky130hd
export DESIGN_NAME = APB_master
export DESIGN_NICKNAME = APB_master
export VERILOG_FILES = /design/flow/design.v
export SDC_FILE = /design/flow/constraint.sdc
export NUM_CORES = 4
export LEC_CHECK = 1
export CORE_AREA = 10 10 131 131
export DIE_AREA = 0 0 141 141
### flow/constraint.sdc
current_design APB_master

set clk_period 1.4
set clk_io_pct 0.2

create_clock -name clk0 -period $clk_period [get_ports {PCLK}]
create_clock -name clk1 -period $clk_period [get_ports {PREADY}]

set non_clock_inputs [all_inputs -no_clocks]
set_input_delay [expr $clk_period * $clk_io_pct] -clock clk0 $non_clock_inputs
set_output_delay [expr $clk_period * $clk_io_pct] -clock clk0 [all_outputs]
### flow/design.v
module APB_master
(
    input wire PCLK,                     
    input wire PWRITE_MASTER,            
    output reg PSEL = 0,                 
    input wire [31:0] PADDR_MASTER,      
    input wire [31:0] PWDATA_MASTER,     
    output reg [31:0] PRDATA_MASTER = 0, 
    output reg PENABLE = 0,              
    input wire PRESET,                   
    input wire PREADY,                   
    output reg [31:0] PADDR = 0,         
    output reg [31:0] PWDATA = 0,        
    input  wire [31:0] PRDATA,           
    output reg PWRITE = 0                
);
function void apb_write(input  [31:0] inp_addr, input  [31:0] inp_data);  
begin
  PADDR = inp_addr;    
  PWDATA = inp_data;   
  PWRITE = 1'd1;       
  PSEL = 1'd1;         
  PENABLE = 1'd1;      
  if(PREADY)
   begin
     PSEL = !PSEL;         
     PENABLE = !PENABLE;  
   end
end
endfunction
function void apb_read(input [31:0] inp_addr);  
begin
  if(!PREADY)
  begin
    PADDR = inp_addr;  
    PWRITE = 1'd0;
    PSEL = 1'd1;
    PENABLE = 1'd1;
  end
  else if(PREADY)
   begin
     PSEL = !PSEL;
     PENABLE = !PENABLE;
   end
end
endfunction
always @(posedge PCLK) 
begin
    if(PRESET)  
    begin
      PADDR <= 32'b0;
      PWDATA <= 32'b0;
      PWRITE <= 1'b0;
      PSEL <= 1'b0;
      PENABLE <= 1'b0;
      PRDATA_MASTER <= 1'b0;
    end
    else if (!PWRITE_MASTER)  
     begin
        apb_read(PADDR_MASTER);  
     end
    else if (PWRITE_MASTER)  
     begin
        apb_write(PADDR_MASTER, PWDATA_MASTER);
     end
  end
always @(posedge PREADY)  
begin
  if (!PWRITE_MASTER)      
    begin
     PRDATA_MASTER <=PRDATA;  
    end
end
endmodule
### flow/run.sh
#!/bin/bash
# OpenROAD 26Q1-2900-gdf79404cd8, Yosys 0.63+post, stock flow scripts
make -C /OpenROAD-flow-scripts/flow DESIGN_CONFIG=/design/flow/config.mk WORK_HOME=/design/flow/orfs finish
==> impl_metrics.py <==
# Generated from Yosys and OpenROAD reports
metrics = {
    "run_status": {
        "status": "completed",
    },
    "critical_path": {
        "crit_slowest_cell": "and2b_4",
        "worst-setup-path-type": "clk -> reg",
        "crit_family": "buffers and inverters",
        "cp_common_cell": "clkbuf_16",
        "crit_arrival_ps": 1620,
        "start_kind": "clock port",
        "critPathBufInv": 4,
        "worstRegToRegCells": 2,
        "reg2reg_slack_ps": 770,
        "r2r_start": "PWDATA[4]",
        "r2r-end": "PWDATA[4]",
        "critPathRequiredTime_ps": 1670,
        "cp_max_fo": 10,
        "cp_slowest_stage_delay_ps": 170,
        "path_cells": "clkbuf_16 -> clkbuf_16 -> and2b_4 -> clkbuf_16 -> clkbuf_16 -> o21ai_2",
        "cp-end-kind": "register",
    },
    "die": {
        "pin_count": 199,
        "dieArea_um2": 19900,
        "rows": 44,
        "core_um2": 14400,
        "die_y_um": 141,
        "die_width_um": 141,
        "initial_core_util_pct": 21.6,
    },
    "layout": {
        "area_growth_pct": 59.8,
        "stdcell_area_um2": 4970,
        "final_cells": 619,
        "drive_gt1_share_pct": 28.0,
    },
    "grt": {
        "antenna_found_initial": 0,
        "grt_util_all_layers_pct": 8.90,
        "grt_max_degree": 64,
        "overflow": 0,
        "grt_pass1_vias": 3065,
        "grt_pass1_wl_um": 14400,
    },
    "timing": {
        "grt_setup_unrepaired": "false",
        "skew_ps": 0,
        "setup_viol": 0,
        "hold_violations": 0,
        "fin_setup_tns_ps": 0,
        "drv_slew": 0,
        "setup_ws_ps": 44.3,
    },
    "power": {
        "p_seq_share_pct": 31.4,
        "swShare_pct": 28.7,
        "p_leak_nw": 2.22,
        "clock_power_share_pct": 58.7,
        "p_int_mw": 5.49,
        "switching_power_mw": 2.20,
        "power_density_nw_per_um2": 1550,
        "power_mw": 7.69,
        "ir_worst_vdd_mv": 0.626,
        "comb_power_share_pct": 9.9,
    },
    "place": {
        "placed_cell_area_um2": 4380,
        "post-place-ws_ps": 153,
        "placed_cells": 587,
        "dp_hpwl_um": 6200,
        "gp_congestion": 0.793,
        "portBuffers": 133,
    },
    "yosys": {
        "yosys-stat-area_um2": 3110,
        "postSynthSeqShare_pct": 43.1,
        "ys_types": 16,
        "top_logic_kind": "simple AND/OR/NAND/NOR gates",
        "ys_sh_aoi_pct": 9.42,
        "syn_area_um2": 3110,
        "xor_area_share_pct": 0,
        "synthMuxAreaShare_pct": 10.3,
        "postSynthCellCount": 291,
        "synth-simple-area-share_pct": 22.6,
        "avgSynthCellArea_um2": 10.7,
        "ys_warn_count": 65,
        "ys_ff": 67,
        "yosys_cells": 291,
        "fa_ha_area_share_pct": 0,
    },
    "hold_path": {
        "hp-start": "PREADY",
        "holdCritPathClass": "clk -> reg",
        "whs_path_depth": 4,
        "hold_path_end": "PWRITE",
    },
    "routing": {
        "first_iter_violations": 45,
        "final_antenna_net_count": 0,
        "antenna_cells": 0,
        "viasPerCell": 4.02,
        "firstDrtPassIters": 3,
        "vias": 2491,
        "route.detailed.drc": 0,
        "wl_um": 8990,
        "wl_per_cell_um": 14.5,
    },
    "clock_tree": {
        "clk_pin_slew_ps": 50,
        "holdBufCountCts": 0,
        "cts_setup_buffers": 0,
        "tritoncts": "built",
    },
    "job": {
        "max-cap-violations": 0,
        "warning_count": 128,
    },
}
## through the flow
stage          utilization (%)  hold WS, ps
6_report                  34.4          119
5_1_grt                   34.4          126
4_1_cts                   34.4          126
3_5_place_dp              30.4          145
3_3_place_gp              30.4          145
2_1_floorplan                -          177
## synth_stat cells
library cell   n  share of area (%)
clkbuf_1       6               0.72
nor2_1        35                4.2
conb_1         1               0.12
o21ai_1        2               0.32
o21a_1         2               0.48
nand4bb_1     32                 12
mux2i_1       32                 10
o21ai_2       30                8.5
a21oi_1        1               0.16
buf_12         6                3.9
dfxtp_1       67                 43
buf_2         11                1.8
and2b_4        1               0.32
buf_4         32                7.7
buf_6          1               0.36
nand2b_1      32                6.4
## timing repair
item,4_1_cts,5_1_grt
gates resized,121,0
hold endpoints to repair,0,0
endpoints found under the setup margin,67,0
## layout by cell type, fill, tap and decap left out
cell type	Yosys	final
clkbuf_16	0	19
and2b_4	1	1
buf_4	32	2
o21a_1	2	2
nand2b_1	32	32
clkinv_2	0	1
nor2_1	35	35
o21ai_2	30	30
inv_1	0	1
dfxtp_1	67	13
inv_6	0	1
buf_2	11	2
mux2i_1	32	32
conb_1	1	32
clkinvlp_2	0	1
clkinvlp_4	0	4
dfxtp_2	0	54
a21oi_1	1	1
dlygate4sd2_1	0	67
inv_12	0	1
o21ai_1	2	2
inv_2	0	1
clkinv_4	0	1
bufinv_16	0	1
clkbuf_8	0	1
clkdlybuf4s50_1	0	64
buf_12	6	2
nand4bb_1	32	32
## final cells by class
| class | count | area, um^2 |
|---|---|---|
| Clock inverter | 12 | 111 |
| Multi-Input combinational cell | 199 | 1440 |
| Timing Repair Buffer | 137 | 1290 |
| Sequential cell | 67 | 1410 |
| Tap cell | 184 | 230 |
| Clock buffer | 20 | 489 |
| Fill cell | 1467 | 9460 |
## worst reg2reg max path: cells and delay by family, from the launching register on
kind	cells	cell delay, ps
flops	1	320
mux	1	140
simple gates	1	60
## how the worst max path moves through the flow
stage,from,end,slack (ps),cells after the start
after CTS,PREADY,PADDR[22],30,6
after global routing,PREADY,PADDR[22],8,6
final,PREADY,PADDR[1],40,6
## sequential cells by signal (all words and copies together) (netlist names)
signal and flops:
PADDR 32, PENABLE 1, PSEL 1, PWDATA 32, PWRITE 1
## power by group through the flow
stage / Clock [mW] / Combinational (mW) / Sequential (mW)
CTS: 4.80 / 0.791 / 2.42
global route: 4.93 / 0.854 / 2.46
finish: 4.51 / 0.763 / 2.41
## cells by family after synthesis
kind of cell           after synthesis
AND/OR/NAND/NOR                    100
flip-flops                          67
buffers and inverters               56
AND-OR/OR-AND                       35
multiplexers                        32
other                                1
## routing by layer
layer | share of wire, % | routed length [um] | GRT usage, % | vias to the layer above
li1 | - | - | - | 1223
met1 | 41 | 3720 | 9.33 | 1076
met2 | 38 | 3400 | 9.56 | 157
met3 | 17 | 1520 | 9.79 | 35
met4 | 3.9 | 350 | 6.79 | 0
met5 | 0 | 0 | 0 | -
No activity file was given, so power comes from the tool's default toggle rates.
